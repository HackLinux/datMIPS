`flow/run.sh`:
```
#!/bin/bash
# OpenROAD 26Q1-2900-gdf79404cd8, Yosys 0.63+post, stock flow scripts
make -C /OpenROAD-flow-scripts/flow DESIGN_CONFIG=/design/flow/config.mk WORK_HOME=/design/flow/orfs finish
```
`flow/config.mk`:
```
export PLATFORM = sky130hd
export DESIGN_NAME = clk_blinker
export DESIGN_NICKNAME = clk_blinker
export VERILOG_FILES = /design/flow/design.v
export SDC_FILE = /design/flow/constraint.sdc
export NUM_CORES = 4
export LEC_CHECK = 1
export CORE_AREA = 10 10 104 104
export DIE_AREA = 0 0 114 114
```
`flow/constraint.sdc`:
```
current_design clk_blinker

set clk_period 4.6
set clk_io_pct 0.2

create_clock -name clk0 -period $clk_period [get_ports {clk}]

set non_clock_inputs [all_inputs -no_clocks]
set_input_delay [expr $clk_period * $clk_io_pct] -clock clk0 $non_clock_inputs
set_output_delay [expr $clk_period * $clk_io_pct] -clock clk0 [all_outputs]
```
`flow/design.v`:
```
module clk_blinker (
	input clk,
	output blink
);
reg [25:0] count;
always @(posedge clk)
	count <= count + 1'b1;
assign blink = count[25]; 
endmodule
```
==> run notes <==
impl run done, here's what came out: Die H=~110 µm, RSZ-0062 raised after global routing=no, final wirelength=approximately 1300 µm, Final min period=2.00 ns, Longest Clk Path Bufs=2, Ys Warns=1, largest net degree at the start of global routing=16, slew at the pin with the worst max-slew slack=a little under 0.4 ns, Buffers on Ports=1, DIE AREA=about 13000 µm², Remaining DRCs=0, Initial DRC Count=20, setup_tns=0 ns, area fraction in compound gates=0%, P&R area growth vs syn=20.9%, Peak Freq=499 MHz, Max rail drop VDD=between 0.0002 and 0.0003 V, Final Cycle Share=43.6%, initial antenna violation count=0, die width=about 110 µm, largest registers=count x26, Commonest Layout Cell=dfxtp_1, DR vias/cell=around 3.0, Simple-Gate Fraction of Synth Area=about a quarter, core area=slightly below 9000 µm², GRT Util Overall=around 2.2%, delay-heaviest family, CP=buffers and inverters, slew margin rel.=roughly three quarters, layout cells sized above 1=under 10%, mean area per synthesized cell=10.6 µm², YS chip area=~1000 µm², fp_density=11.7%, Buffers & Inverters on Critical Path=1, Post-Route Skew=approximately 0.010 ns, Sink Count=26, Worst Hold Class=flop to flop, Final Setup Violations=0, CTS buffer count=3, Synth cell types=19, post-synthesis adder-cell area fraction=1.23%, worst stage delay on the critical path=~0.47 ns, Cells after DPL=slightly above 200, drt pass-1 iters=4, Final HPWL DP=~1000 µm, RePlAce Congestion=~0.76, Post-CTS Setup Bufs=0, crit path cell chain=clkdlybuf4s50_1, Synth logic family=simple AND/OR/NAND/NOR gates, Final ANT Viol Nets=0, clk slew on worst S/H paths=approximately 0.09 ns, Final Max Tran Viols=0, Hold Buf Count CTS=0, Worst Path Arrival=about 1.1 ns, post-CTS resize count=0, CTS H-Tree Depth=1, tool warning count=25, clock latency on the worst-skew pair=0.27 ns, crit path launch type=flop, clk root buf=clkbuf_8, Std-Cell Rows=34, final hold vios=0, Mux cell area share=0%, CP Capture Type=primary output, Post-Layout Cell Count=approximately 210, Top cells excl fill/tap=26 x dfxtp_1, 17 x xnor2_1, 8 x nand2_1, Seq share, synth=roughly half, Max-Cap Viols=0, PD cells=approximately 330 nW/µm², post-synthesis cell area=~1000 µm², Max FO, Critical Path=2, Mapped Cells=about 96, Crit Path Class=flop to primary output, worst path required time=between 3 and 4 ns, GR Overflow Total=0, WL/cell=just over 6 µm, first-pass GRT wire length=~2400 µm, DR vias=just over 600, XOR/XNOR share of the synthesized area=approximately a fifth, FF+latch count, synth=26, I/O pin count=2, number of flip-flops in the largest register=26, CTS tree=built, n_diodes=0, Pleak=about 0.41 nW, Most flops, register=count, yosys cell count=96, outcome=finished clean, vias in the first global route=574, Max stage delay cell, worst path=clkdlybuf4s50_1
-- per-stage QoR --
step                utilization (%)  hold slack (ns)  power [mW]  cell area (µm²)  setup slack, ns
floorplan                         -            0.370       0.230             1010             3.12
global placement               13.3            0.378       0.230             1150             2.89
detailed placement             13.3            0.386       0.230             1150             2.88
CTS                            14.1            0.405       0.412             1220             2.57
global route                   14.1            0.432       0.423             1220             2.54
finish                         14.1            0.400       0.407             1220             2.60
-- synth_stat cells --
| cell | count | area share, % |
|---|---|---|
| and3_1 | 3 | 1.9 |
| and4_1 | 1 | 0.86 |
| ha_1 | 1 | 1.2 |
| and2_1 | 1 | 0.62 |
| or2_2 | 2 | 1.2 |
| nand2_1 | 8 | 3.0 |
| nor2_1 | 5 | 1.9 |
| buf_2 | 1 | 0.49 |
| xor2_1 | 7 | 6.0 |
| nor4_4 | 1 | 2.1 |
| nand4_4 | 1 | 2.1 |
| nor4b_2 | 1 | 1.5 |
| nand4_1 | 7 | 4.3 |
| xnor2_1 | 17 | 15 |
| nand3_1 | 7 | 3.5 |
| nor3_1 | 3 | 1.5 |
| inv_1 | 3 | 1.1 |
| nand3b_1 | 1 | 0.74 |
| dfxtp_1 | 26 | 51 |
-- cell families after synthesis --
logic type	count (synthesis)
xor gates and xnor gates	24
buffers and inverters	4
DFF	26
adders and majority gates	1
and+or+nand+nor	41
-- layout make-up --
class	count	area (µm²)
fillers	1000	7450
clock buffers	3	41.3
well taps	108	135
repair buffers	1	10.0
multi-input cells	66	477
clock inverters	1	30.0
flip-flops and latches	26	520
inverters	3	11.3
-- path summary, 6_finish.rpt --
check | cells past startpoint | endpoint | slack [ns] | startpoint
max | 1 | blink | 2.60 | count[25]$_DFF_P_
min | 1 | count[0]$_DFF_P_ | 0.40 | count[0]$_DFF_P_
max reg2reg | 5 | count[10]$_DFF_P_ | 3.01 | count[0]$_DFF_P_
min reg2reg | 1 | count[0]$_DFF_P_ | 0.40 | count[0]$_DFF_P_
-- routing by layer --
layer	GRT usage [%]	part of all wire [%]
met2	3.04	41
met5	0	0
met1	3.15	54
met4	0.167	0
met3	0.851	4.6
-- report_power, final --
part           leakage [nW]  switching (mW)  internal [mW]   total [mW]
combinational         0.164               0              0  0.000000164
clock                0.0357          0.0662          0.116        0.182
sequential            0.209               0          0.225        0.225
Power figures rest on the tool's default switching activity, not on a simulated workload.
